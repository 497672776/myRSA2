File: flow/run.sh
#!/bin/bash
# OpenROAD 26Q1-2900-gdf79404cd8, Yosys 0.63+post, stock flow scripts
make -C /OpenROAD-flow-scripts/flow DESIGN_CONFIG=/design/flow/config.mk WORK_HOME=/design/flow/orfs finish
File: flow/config.mk
export PLATFORM = sky130hd
export DESIGN_NAME = rsa_encoder
export DESIGN_NICKNAME = rsa_encoder
export VERILOG_FILES = /design/flow/design.v
export SDC_FILE = /design/flow/constraint.sdc
export NUM_CORES = 4
export LEC_CHECK = 1
export CORE_UTILIZATION = 40
File: flow/constraint.sdc
current_design rsa_encoder

set clk_period 18.3
set clk_io_pct 0.2

create_clock -name clk0 -period $clk_period [get_ports {clk}]

set non_clock_inputs [all_inputs -no_clocks]
set_input_delay [expr $clk_period * $clk_io_pct] -clock clk0 $non_clock_inputs
set_output_delay [expr $clk_period * $clk_io_pct] -clock clk0 [all_outputs]
File: flow/design.v
module mod_exp (
        input [n_bit-1:0] a,
        input [n_bit-1:0] e,
        input clk,
        input rst_n,
        input start,
        output [n_bit-1:0] z,
        output done
    );
    parameter n = 7'd79;
    parameter n_bit = 7;
    parameter logr = 3;
    parameter p =  3'd1;
    parameter Rmodn = 7'd49;
    parameter R2modn = 7'd31;
    localparam count_stop_flag = n_bit-1;
    localparam count_bit = count_stop_flag < 2 ? 1 :
               count_stop_flag < 4 ? 2 :
               count_stop_flag < 8 ? 3 :
               count_stop_flag < 16 ? 4 :
               count_stop_flag < 32 ? 5 :
               count_stop_flag < 64 ? 6 :
               count_stop_flag < 128 ? 7 :
               count_stop_flag < 256 ? 8 :
               count_stop_flag < 512 ? 9 :
               count_stop_flag < 1024 ? 10 :
               count_stop_flag < 2048 ? 11 : 12 ;
    reg [1:0] control;
    localparam one = {{n_bit - 2{1'b0}}, 1'b1};
    wire [n_bit-1 : 0] operand1, operand2;
    assign operand1 = (control==2'b00)? a : s;
    assign operand2 = (control==2'b00)? R2modn :(control==2'b01)? s:(control==2'b10)? t: one;
    wire [n_bit-1 : 0] mont_result;
    reg mont_start;
    mont #(
             .n_bit(n_bit),
             .logr (logr),
             .p    (p),
             .n    (n)
         ) inst_mont (
             .x    (operand1),
             .y    (operand2),
             .clk  (clk),
             .rst_n(rst_n),
             .start(mont_start),
             .z    (mont_result),
             .done (mont_done)
         );
    reg [n_bit-1 : 0] reg_e;
    wire ei;
    assign ei = reg_e[n_bit-1];
    reg temp_mont_done;
    wire pedge_mont_done;
    always @(posedge clk) begin
        temp_mont_done <= mont_done;
    end
    assign pedge_mont_done = ~temp_mont_done & mont_done;
    reg [2:0] current_state, next_state;
    localparam IDLE = 3'd0, LOAD = 3'd1, GET_T = 3'd2, GET_S1 = 3'd3, GET_S2 = 3'd4, UPDATE = 3'd5, GET_Z = 3'd6, ENDING = 3'd7;
    wire done;
    assign done = current_state == ENDING;
    always @(posedge clk, negedge rst_n) begin : proc_current_state
        if (~rst_n) begin
            current_state <= IDLE;
        end
        else begin
            current_state <= next_state;
        end
    end
    reg [count_bit-1 : 0] count_i;
    wire s1_to_s2;
    wire s1_to_s1;
    wire end_circle;
    assign end_circle = count_i == count_stop_flag;
    assign s1_to_s2 = pedge_mont_done & ei;
    assign s1_to_s1 = ~pedge_mont_done;
    always @(*) begin
        case (current_state)
            IDLE:
                next_state = start ? LOAD : IDLE;
            LOAD:
                next_state = GET_T;
            GET_T:
                next_state = pedge_mont_done ? GET_S1 : GET_T;
            GET_S1:
                next_state = s1_to_s1 ? GET_S1 : s1_to_s2 ? GET_S2 : UPDATE;
            GET_S2:
                next_state = pedge_mont_done ? UPDATE : GET_S2;
            UPDATE:
                next_state = end_circle ? GET_Z : GET_S1;
            GET_Z:
                next_state = pedge_mont_done ? ENDING : GET_Z;
            ENDING:
                next_state = start ? ENDING : IDLE;
            default:
                next_state = IDLE;
        endcase
    end
    reg [n_bit-1 :
         0] t, s, z;
    always @(posedge clk) begin
        case (current_state)
            IDLE: begin
                mont_start <= 1'b0;
            end
            LOAD: begin
                count_i <= 'b0;
                reg_e <= e;
                mont_start <= 1'b0;
                s <= Rmodn;
            end
            GET_T: begin
                control <= 2'b00;
                mont_start <= 1'b1;
                if (pedge_mont_done) begin
                    mont_start <= 1'b0;
                    t <= mont_result;
                end
            end
            GET_S1: begin
                control <= 2'b01;
                mont_start <= 1'b1;
                if (pedge_mont_done) begin
                    mont_start <= 1'b0;
                    s <= mont_result;
                end
            end
            GET_S2: begin
                control <= 2'b10;
                mont_start <= 1'b1;
                if (pedge_mont_done) begin
                    mont_start <= 1'b0;
                    s <= mont_result;
                end
            end
            UPDATE:begin
                mont_start <= 1'b0;
                count_i <= count_i + 1;
                reg_e <= (reg_e << 1);
            end
            GET_Z: begin
                control <= 2'b11;
                mont_start <= 1'b1;
                if (pedge_mont_done) begin
                    mont_start <= 1'b0;
                    z <= mont_result;
                end
            end
            default: begin
                mont_start <= 1'b0;
            end
        endcase
    end
endmodule
module mont (
        input [n_bit-1 : 0] x,
        input [n_bit-1 : 0] y,
        input clk,
        input rst_n,
        input start,
        output [n_bit-1 : 0] z,
        output done
    );
    parameter n = 7'd79;
    parameter n_bit = 7;
    parameter logr = 3;
    parameter p = 3'd1;
    localparam update_num = n_bit / logr + (n_bit % logr != 0);
    localparam count_stop_flag = update_num - 2;
    localparam count_bit = count_stop_flag < 2 ? 1 :
               count_stop_flag < 4 ? 2 :
               count_stop_flag < 8 ? 3 :
               count_stop_flag < 16 ? 4 :
               count_stop_flag < 32 ? 5 :
               count_stop_flag < 64 ? 6 :
               count_stop_flag < 128 ? 7 :
               count_stop_flag < 256 ? 8 :
               count_stop_flag < 512 ? 9 :
               count_stop_flag < 1024 ? 10 :
               count_stop_flag < 2048 ? 11 : 12 ;
    reg [count_bit-1 : 0] count_i;
    reg [n_bit-1 : 0] reg_x;
    wire [logr-1 : 0] xi;
    assign xi = reg_x[logr-1 : 0];
    reg [n_bit-1 : 0] s;
    wire [logr-1 : 0] s_zero, y_zero;
    assign s_zero = s[logr-1 : 0];
    assign y_zero = y[logr-1 : 0];
    wire [3*logr : 0] q1;
    wire [logr-1 : 0] q2;
    assign q1 = (s_zero + xi * y_zero) * p;
    assign q2 = q1[logr-1 : 0];
    wire [n_bit+logr : 0] s1;
    wire [n_bit : 0] s2;
    assign s1 = s + xi * y + q2 * n;
    assign s2 = s1 >> logr;
    wire [n_bit : 0] s2_minus_n;
    wire [n_bit-1 : 0] next_s;
    assign s2_minus_n = s2 - n;
    assign next_s = s2_minus_n[n_bit] ? s2[n_bit-1 : 0] : s2_minus_n[n_bit-1 : 0];
    assign z = next_s;
    localparam IDLE = 3'd0, LOAD = 3'd1, UPDATE = 3'd2, ENDING = 3'd3;
    reg [2:0] current_state, next_state;
    wire done;
    assign done = current_state == ENDING;
    always @(posedge clk, negedge rst_n) begin
        if (~rst_n) begin
            current_state <= IDLE;
        end
        else begin
            current_state <= next_state;
        end
    end
    always @(*) begin
        case (current_state)
            IDLE: begin
                next_state = start ? LOAD : IDLE;
            end
            LOAD: begin
                next_state = UPDATE;
            end
            UPDATE: begin
                next_state = count_i == count_stop_flag ? ENDING : UPDATE;
            end
            ENDING: begin
                next_state = start ? ENDING : IDLE;
            end
            default: begin
                next_state = IDLE;
            end
        endcase
    end
    always @(posedge clk) begin
        case (current_state)
            LOAD: begin
                count_i <= 'b0;
                reg_x <= x;
                s <= 'b0;
            end
            UPDATE: begin
                count_i <= count_i + 1;
                reg_x <= (reg_x >> logr);
                s <= next_s;
            end
        endcase
    end
endmodule
`timescale 1ns / 1ps
module rsa_encoder (
        input clk,
        input rst_n,
        input start,
        input [n_bit-1:0] data_in,
        output [n_bit-1:0] data_out,
        output done
    );
    parameter n = 12'd3551;
    parameter n_bit = 12;
    parameter logr = 3;
    parameter p =  3'd1;
    parameter Rmodn = 12'd545;
    parameter R2modn = 12'd2292;
    parameter e = 12'd5;
    mod_exp #(
                .n     (n),
                .n_bit (n_bit),
                .logr  (logr),
                .p     (p),
                .Rmodn (Rmodn),
                .R2modn(R2modn)
            ) inst_mod_exp (
                .a    (data_in),
                .e    (e),
                .clk  (clk),
                .rst_n(rst_n),
                .start(start),
                .z    (data_out),
                .done (done)
            );
endmodule
==> run summary <==
flow finished, numbers: Post-synth seq share 39.8%, number of OpenROAD warnings 27, # DRC 0, Max IR drop VDD 0.0570 mV, number of enable flip-flop cells 78, clk latency of the worst-skew pair between 0.3 and 0.4 ns, Post-DP HPWL 12,000 µm, top cells by count inv_1, edfxtp_1, nand2_1, fa_1, nor2_1, Hold Fails Final Rpt 0, antenna diode count 0, final setup fails 0, Post-synth regs 95, Core Box Area 16,700 µm², Yosys top cell by area edfxtp_1, yosys cell count between 600 and 700, Async S/R FF share, synth between 10% and 20%, Via-to-Cell Ratio roughly 5.3, Critical-path top delay cell dfxtp_1, IO Port Bufs 27, Die Span Y ~130 µm, fin util a little under half, Layout area overhead 11.4%, global-route wire length before repair between 20,000 and 30,000 µm, final cell count without fillers 898, Mapped Area 6900 µm², most numerous cell in the Yosys netlist inv_1, worst slew pin tran a little over 0.7 ns, PostCTS Resize Cnt 0, unrepaired setup endpoints after global routing no, worst endpoint data arrival time 8.62 ns, slew margin rel. 52.6%, start of the worst register-to-register path inst_mod_exp.control[3], Num CTS Buffers 9, WL final roughly 15,000 µm, max cap viols 0, GRT Total Usage around a fifth, vias approximately 4,700, Primary FF master, synth edfxtp_1, Cell Type Count 72, outcome completed, H-tree Lvls 3, Root Driver clkbuf_16, row cnt ~47, max incr delay on CP 0.64 ns, DR pass1 iterations 4, Max-area cell share between 30% and 40%, initial antenna violation count 0, DR iter-0 viols between 300 and 400, Mapped Cells between 600 and 700, Crit. Startpoint inst_mod_exp.control[3], Avg WL per Cell approximately 17 µm, final worst-path cycle share 46.7%, CP Launch Type flop, TritonCTS clock tree yes, hold_buf cts 0, Chip Area, Yosys between 6000 and 7000 µm², Mean Syn Cell Area ~10 µm², Crit Path Category reg -> reg, largest net degree at the start of global routing 38, vias in the first global route 4,806, Hold Startpoint inst_mod_exp.mont_start, ANT nets after route 0, GPL Wtd Cong between 0.9 and 1, num ports 28, Cells after DPL about 900, Top cells by area edfxtp_1, fa_1, ha_1, Clock Path Buffers 2, FMAX approximately 120 MHz, Final Max Tran Viols 0, GRT overflow 0, clk slew on worst S/H paths 0.07 ns, final-layout fill cell count 1,559, Total Neg Setup Slack 0 ns, Worst Path Required ~18 ns, Fin Clk Skew around 0.0099 ns, Final min period between 8 and 9 ns, Die Area between 15,000 and 20,000 µm², floorplan utilization around two fifths, CP Capture Type flop, Die Width between 100 and 150 µm, pwr/cell area 57.0 nW/µm², HP Class reg -> reg, clock sinks 95, share of post-route cells with drive strength above 1 around 7.1%, P_leak between 3 and 4 nW, CP dominant cell by count inv_1, Syn. warnings 3, CP max FO 16, Post-CTS Setup Inserts 0
==> worst max-delay path: cells and delay by family (launching register included) <==
family                   cells  cell delay, ns
AND-OR/OR-AND                7            1.86
XOR/XNOR                     5            1.39
adder cells (fa/ha/maj)      8            2.69
buffers and inverters        6            0.60
flip-flops                   1            0.64
AND/OR/NAND/NOR              4            1.10
==> power by group <==
part / switching (mW) / total, mW / internal, mW
clock network: 0.0790 / 0.200 / 0.121
registers: 0.000431 / 0.232 / 0.232
logic: 0.00213 / 0.00570 / 0.00357
==> routing by layer <==
metal / global-route usage (%) / share of wire, % / wire [µm] / vias to the layer above
li1: - / - / - / 2295
met1: 31.1 / 47 / 7290 / 2310
met2: 28.1 / 45 / 6910 / 129
met3: 7.19 / 7.0 / 1070 / 15
met4: 1.83 / 1.1 / 167 / 0
met5: 0 / 0 / 0 / -
==> cell usage in the layout (no fill, tap or decap), types with 6 or more instances in the layout <==
cell	instances
inv_1	92
edfxtp_1	78
nand2_1	55
fa_1	40
nor2_1	38
ha_1	36
and2_1	31
clkdlybuf4s50_1	27
o21ai_0	23
a21oi_1	21
xnor2_1	19
nor2b_1	16
a21o_1	16
mux2i_1	15
xor2_1	14
nand3_1	12
dfrtp_1	10
a221o_1	9
clkbuf_16	9
or2_2	6
==> cell families (layout without fill, tap and decap cells) <==
kind of cell | Yosys count | count (layout) | synth area share, %
buffers and inverters | 120 | 140 | 6.71
flip-flops | 95 | 95 | 39.8
multiplexers | 15 | 15 | 2.18
XOR/XNOR | 33 | 33 | 4.19
AND/OR/NAND/NOR | 191 | 191 | 14.1
adder cells (fa/ha/maj) | 76 | 76 | 18.1
AND-OR/OR-AND | 128 | 128 | 14.9
==> flip-flops by register name, indices dropped and copies added (netlist names) <==
| register | flops |
|---|---|
| inst_mod_exp.inst_mont.current_state | 4 |
| inst_mod_exp.mont_start | 1 |
| inst_mod_exp.inst_mont.s | 12 |
| inst_mod_exp.control | 3 |
| inst_mod_exp.temp_mont_done | 1 |
| inst_mod_exp.reg_e | 12 |
| inst_mod_exp.current_state | 8 |
| inst_mod_exp.inst_mont.reg_x | 12 |
| inst_mod_exp.z | 12 |
| inst_mod_exp.inst_mont.count_i | 2 |
| inst_mod_exp.count_i | 4 |
| inst_mod_exp.t | 12 |
| inst_mod_exp.s | 12 |
==> through the flow <==
stage                     hold WS [ns]  total power [mW]  setup slack (ns)  instance area (µm²)
after global placement           0.409             0.242              10.0                 7360
final                            0.432             0.438              9.75                 7680
after detailed placement         0.410             0.242              9.77                 7360
after floorplan                  0.367             0.238             10.71                 6900
after CTS                        0.430             0.443              9.74                 7680
after global routing             0.453             0.451              9.09                 7680
==> final timing paths <==
check / slack (ns) / depth (start not counted) / endpoint
min in group asynchronous: 3.66 / 1 / inst_mod_exp.inst_mont.current_state[2]
hold / removal: 0.43 / 1 / inst_mod_exp.inst_mont.current_state[0]
setup / recovery: 9.75 / 30 / inst_mod_exp.z[4]
setup reg to reg: 9.75 / 30 / inst_mod_exp.z[4]
max in group asynchronous: 14.27 / 1 / inst_mod_exp.current_state[0]
hold reg to reg: 0.43 / 1 / inst_mod_exp.inst_mont.current_state[0]
==> final cells by class <==
type | instances | area, µm² | share of cell area (%)
flip-flops and latches | 95 | 2750 | 35.7
inverters | 92 | 345 | 4.49
repair buffers | 32 | 308 | 4.01
well taps | 220 | 275 | 3.58
multi-input cells | 443 | 3690 | 48.0
clock inverters | 5 | 88.8 | 1.16
clock buffers | 11 | 233 | 3.03
Power is estimated from default activity; no workload was simulated.
