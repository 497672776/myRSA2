--- ./design.v ---
module mod_mul (
        input [n_bit-1:0] x,
        input [n_bit-1:0] y,
        input clk,
        input rst_n,
        input start,
        output [n_bit-1:0] z,
        output done
    );
    parameter R2modn = 7'd22;
    parameter n = 7'd79;
    parameter n_bit = 7;
    parameter logr = 3;
    parameter p =  3'd1;
    reg [1:0] control;
    parameter one = {{n_bit - 2{1'b0}}, 1'b1};
    wire [n_bit-1 : 0] operand1, operand2;
    assign operand1 = (control==2'b00)? x:(control==2'b01)? y:(control==2'b10)? x_pie: z_pie;
    assign operand2 = (control==2'b00 || control==2'b01)? R2modn:(control==2'b10)? y_pie: one;
    wire [n_bit-1 : 0] mont_result;
    reg mont_start;
    mont #(
             .n_bit(n_bit),
             .logr (logr),
             .p    (p),
             .n    (n)
         ) inst_mont (
             .x    (operand1),
             .y    (operand2),
             .clk  (clk),
             .rst_n(rst_n),
             .start(mont_start),
             .z    (mont_result),
             .done (mont_done)
         );
    reg  temp_mont_done;
    wire pedge_mont_done;
    always @(posedge clk) begin
        temp_mont_done <= mont_done;
    end
    assign pedge_mont_done = ~temp_mont_done & mont_done;
    reg [2:0] current_state, next_state;
    localparam IDLE = 3'd0, GET_X_PIE = 3'd1, GET_Y_PIE = 3'd2, GET_Z_PIE = 3'd3, GET_Z = 3'd4, ENDING = 3'd5;
    wire done;
    assign done = current_state == ENDING;
    always @(posedge clk, negedge rst_n) begin : proc_current_state
        if (~rst_n) begin
            current_state <= IDLE;
        end
        else begin
            current_state <= next_state;
        end
    end
    always @(*) begin
        case (current_state)
            IDLE:
                next_state = start ? GET_X_PIE : IDLE;
            GET_X_PIE:
                next_state = pedge_mont_done ? GET_Y_PIE : GET_X_PIE;
            GET_Y_PIE:
                next_state = pedge_mont_done ? GET_Z_PIE : GET_Y_PIE;
            GET_Z_PIE:
                next_state = pedge_mont_done ? GET_Z : GET_Z_PIE;
            GET_Z:
                next_state = pedge_mont_done ? ENDING : GET_Z;
            ENDING:
                next_state = start ? ENDING : IDLE;
            default:
                next_state = IDLE;
        endcase
    end
    reg [n_bit-1 :
         0] x_pie, y_pie, z_pie, z;
    always @(posedge clk) begin
        case (current_state)
            IDLE: begin
                mont_start <= 1'b0;
            end
            GET_X_PIE: begin
                control <= 2'b00;
                mont_start <= 1'b1;
                if (pedge_mont_done) begin
                    mont_start <= 1'b0;
                    x_pie <= mont_result;
                end
            end
            GET_Y_PIE: begin
                control <= 2'b01;
                mont_start <= 1'b1;
                if (pedge_mont_done) begin
                    mont_start <= 1'b0;
                    y_pie <= mont_result;
                end
            end
            GET_Z_PIE: begin
                control <= 2'b10;
                mont_start <= 1'b1;
                if (pedge_mont_done) begin
                    mont_start <= 1'b0;
                    z_pie <= mont_result;
                end
            end
            GET_Z: begin
                control <= 2'b11;
                mont_start <= 1'b1;
                if (pedge_mont_done) begin
                    mont_start <= 1'b0;
                    z <= mont_result;
                end
            end
            default: begin
                mont_start <= 1'b0;
            end
        endcase
    end
endmodule
module mont (
        input [n_bit-1 : 0] x,
        input [n_bit-1 : 0] y,
        input clk,
        input rst_n,
        input start,
        output [n_bit-1 : 0] z,
        output done
    );
    parameter n = 7'd79;
    parameter n_bit = 7;
    parameter logr = 3;
    parameter p = 3'd1;
    localparam update_num = n_bit / logr + (n_bit % logr != 0);
    localparam count_stop_flag = update_num - 2;
    localparam count_bit = count_stop_flag < 2 ? 1 :
               count_stop_flag < 4 ? 2 :
               count_stop_flag < 8 ? 3 :
               count_stop_flag < 16 ? 4 :
               count_stop_flag < 32 ? 5 :
               count_stop_flag < 64 ? 6 :
               count_stop_flag < 128 ? 7 :
               count_stop_flag < 256 ? 8 :
               count_stop_flag < 512 ? 9 :
               count_stop_flag < 1024 ? 10 :
               count_stop_flag < 2048 ? 11 : 12 ;
    reg [count_bit-1 : 0] count_i;
    reg [n_bit-1 : 0] reg_x;
    wire [logr-1 : 0] xi;
    assign xi = reg_x[logr-1 : 0];
    reg [n_bit-1 : 0] s;
    wire [logr-1 : 0] s_zero, y_zero;
    assign s_zero = s[logr-1 : 0];
    assign y_zero = y[logr-1 : 0];
    wire [3*logr : 0] q1;
    wire [logr-1 : 0] q2;
    assign q1 = (s_zero + xi * y_zero) * p;
    assign q2 = q1[logr-1 : 0];
    wire [n_bit+logr : 0] s1;
    wire [n_bit : 0] s2;
    assign s1 = s + xi * y + q2 * n;
    assign s2 = s1 >> logr;
    wire [n_bit : 0] s2_minus_n;
    wire [n_bit-1 : 0] next_s;
    assign s2_minus_n = s2 - n;
    assign next_s = s2_minus_n[n_bit] ? s2[n_bit-1 : 0] : s2_minus_n[n_bit-1 : 0];
    assign z = next_s;
    localparam IDLE = 3'd0, LOAD = 3'd1, UPDATE = 3'd2, ENDING = 3'd3;
    reg [2:0] current_state, next_state;
    wire done;
    assign done = current_state == ENDING;
    always @(posedge clk, negedge rst_n) begin
        if (~rst_n) begin
            current_state <= IDLE;
        end
        else begin
            current_state <= next_state;
        end
    end
    always @(*) begin
        case (current_state)
            IDLE: begin
                next_state = start ? LOAD : IDLE;
            end
            LOAD: begin
                next_state = UPDATE;
            end
            UPDATE: begin
                next_state = count_i == count_stop_flag ? ENDING : UPDATE;
            end
            ENDING: begin
                next_state = start ? ENDING : IDLE;
            end
            default: begin
                next_state = IDLE;
            end
        endcase
    end
    always @(posedge clk) begin
        case (current_state)
            LOAD: begin
                count_i <= 'b0;
                reg_x <= x;
                s <= 'b0;
            end
            UPDATE: begin
                count_i <= count_i + 1;
                reg_x <= (reg_x >> logr);
                s <= next_s;
            end
        endcase
    end
endmodule
--- ./constraint.sdc ---
current_design mod_mul

set clk_period 6.6
set clk_io_pct 0.2

create_clock -name clk0 -period $clk_period [get_ports {clk}]

set non_clock_inputs [all_inputs -no_clocks]
set_input_delay [expr $clk_period * $clk_io_pct] -clock clk0 $non_clock_inputs
set_output_delay [expr $clk_period * $clk_io_pct] -clock clk0 [all_outputs]
--- ./config.mk ---
export PLATFORM = sky130hd
export DESIGN_NAME = mod_mul
export DESIGN_NICKNAME = mod_mul
export VERILOG_FILES = /design/flow/design.v
export SDC_FILE = /design/flow/constraint.sdc
export NUM_CORES = 4
export LEC_CHECK = 1
export CORE_UTILIZATION = 30
--- ./run.sh ---
#!/bin/bash
# OpenROAD 26Q1-2900-gdf79404cd8, Yosys 0.63+post, stock flow scripts
make -C /OpenROAD-flow-scripts/flow DESIGN_CONFIG=/design/flow/config.mk WORK_HOME=/design/flow/orfs finish
==> reports/notes.md <==
Across all stage logs, warnings added up to 27. Checking hold timing, the worst path is listed with class register to register. In this run the core area contains 42 standard-cell rows. According to the floorplan report, the die width is 119 um. No sink is reached through more buffers than the 2 on the longest clock path. The end-of-flow timing check tallies setup violations at 0. In the Yosys stats the netlist draws on 61 distinct library cells. The tools report the number of antenna violations at the first check in global routing as 0. Dividing the synthesized area by the synthesized cell count gives 9.98 sq um.

Endpoint kind of the worst setup timing path: a register. The required time at the worst-slack endpoint is 6.67 ns, and the count of vias placed by the detailed router is 3163. CTS placed an instance of clkbuf_16 at the clock tree root. Counting pins that exceed their max-slew limit in the final report gives 0. The setup slack on the worst flop-to-flop path was 0.26 ns; the number of buffers added on ports was 24. Checking max transition, the worst relative margin is 55.0%.

Cell family with the largest share of critical-path delay: adder cells. In this run the standard cell core region covers 13300 sq um. The top cell type by total area after synthesis was edfxtp_1. Routability-driven placement finished with a final weighted congestion of 0.889. Summed over all cells, the static leakage comes to 2.20 nW.

The run gives 9.06 mm as the final wirelength. The antenna diode count is 0. The layout-stage area growth over the synthesis result came out at 32.3%. Detailed placement reports a standard cell area of 4880 sq um.

The tools report the CTS sink count as 58. TritonCTS built the clock tree. Counting tap cells, the placed design contains a total of 639 instances. The highest fanout seen on the critical path works out to 4.

In the floorplan report the effective utilization is 30.9%. The routed design shows a via density per instance of 4.79. At the later pin of the worst-skew pair, clock insertion delay measures 0.32 ns. Yosys reports that the leading cell type by area covers 31.3% of the netlist area.

The number of cells traversed by the worst hold path came out at 1. The count of cells in the finished layout, fillers not included, comes to 660. In this design, the critical path's most frequently occurring cell is buf_4. Summed over all nets, the half-perimeter wirelength after detailed placement is 6.97 mm.

The final critical path takes up 96.1% of the cycle. In this run the remaining antenna-violating nets after routing total 0. Critical path start-end classification: register to register.

With the detailed-route wire length per cell at 13.7 um, the total clock buffers created by CTS is 9. The die height works out to 119 um. The cell at the slowest stage of the critical path is fa_1. The first global-routing pass estimated 14.5 mm of wire.

Pin placement for this block handled 25 I/O pins. Along the critical path, the tally of buffer and inverter instances is 7. The OpenROAD report gives the critical path a data arrival time of 6.41 ns.

After synthesis, the most frequently instantiated cells are 43 x edfxtp_1, 43 x inv_1, 39 x nor2_1. The final instance area was 5460 sq um; the post-route core utilization was 40.9%. The total die size is 14200 sq um.

The violation count after the first detailed-routing iteration is 129. Entering global routing, the biggest net connects 20 pins. Post-route setup TNS: 0 ns. The worst register-to-register path ends at inst_mont.s[0]. The flow reports an fmax of 158 MHz.

The maximum level of the CTS H-tree was 3; the number of flops mapped to enable cells by yosys was 43. Cells with a size suffix above 1 make up 25.4% of the layout. By area the synthesized netlist is led by edfxtp_1 31%, ha_1 9.4%, fa_1 6.8%.

The delay contributed by the slowest stage of the critical path came out at 0.55 ns. Per the detail_route report, DRC violations left total 0. The synthesized netlist handed to floorplanning was reported with a cell count of 413. The tally of max-capacitance violations is 0, and the synthesized flop and latch total is 58. In the final run the clock tree shows a worst skew of 0.00716 ns.

The highest supply drop recorded on VDD is 0.000191 V. The power per unit of standard cell area works out to 148 nW/um^2. The run gives 0.671 ns for the transition time at the pin with the least slew margin. The startpoint of the worst hold path is mont_start. With the tightest hold margin at 0.403 ns, the async set or reset register ratio after synthesis is 17.2%.

The logs give 2969 for the via count of the first global-routing pass and 4120 sq um for the post-synth design cell area. STA lists the startpoint of the worst register-to-register path as control[3]. The run finished with clean final reports. The first detailed-routing pass took 4 iterations. The synthesized netlist has a Yosys-reported chip area of 4120 sq um. For reference, the clock transition at the flip-flops on the worst setup and hold paths is 0.05 ns. The most common flop cell mapped by yosys was edfxtp_1. The tools report the launching element type of the critical path as a register. The worst hold endpoint was inst_mont.current_state[0].

Sequential area share after synthesis: 39.9%. During synthesis, Yosys emitted a total of 3 warnings. The cell count listed in synth_stat.txt is 413. The final timing report derives a shortest allowable period of 6.34 ns. Overall routing resource usage: 13.3%. The worst register-to-register path has a depth of 31. The global route stage reports its total congestion overflow as 0. Per the final timing report, the hold violations number 0.
## worst max-delay path by stage
stage,depth (start not counted),to,from
final,31,inst_mont.s[0],control[3]
after global routing,30,inst_mont.s[0],control[3]
after CTS,29,y_pie[4],control[1]
## cell type report
class	count	area, sq um
inverter	43	161
timing repair buffer	68	586
fill	1242	7890
tap	176	220
sequential	58	1640
clock inverter	5	30.0
clock buffer	11	243
multi-input combinational	299	2570
## metal layers
layer / global-route usage, % / part of all wire (%)
met5: 0 / 0
met4: 1.27 / 0.92
met3: 3.42 / 5.3
met2: 20.2 / 46
met1: 20.5 / 48
## repair_timing
item                                    in CTS  in global routing
endpoints found under the setup margin      16                 35
hold buffers                                 0                  0
buffers inserted                             0                  5
gates resized                                5                 44
pin swaps                                    1                 27
## sequential cells by signal (all words and copies together) (netlist names), named ones only
name                     cells
control                      3
current_state                3
inst_mont.count_i            1
inst_mont.current_state      4
inst_mont.reg_x              7
inst_mont.s                  7
mont_start                   1
temp_mont_done               1
x_pie                        7
y_pie                        7
z                            7
z_pie                        7
## cells by family after synthesis
family                     after synthesis  share of synthesized area [%]
DFF                                     58                           39.9
and+or+nand+nor                        129                           15.2
adders and majority gates               45                           16.2
AOI/OAI and AO/OA                       91                           15.3
buffers and inverters                   56                           5.19
xor gates and xnor gates                22                           5.19
muxes                                   12                           3.07
## cells in the final DEF (no fill, tap or decap), drive strengths merged, types with 4 or more instances in the layout
cell type / n
clkbuf: 11
o21a: 4
mux2i: 10
nor2b: 5
dfrtp: 8
a21o: 6
nor2: 40
buf: 44
ha: 31
inv: 43
o21bai: 4
or2: 4
xor2: 9
edfxtp: 43
o21ai: 17
fa: 14
and2: 11
nand3: 9
nand4: 8
dfxtp: 5
nand2: 38
clkdlybuf4s50: 24
xnor2: 12
a21oi: 30
## where the power goes
| group | leakage (nW) | switching, mW | internal (mW) |
|---|---|---|---|
| combinational | 1.52 | 0.00391 | 0.00942 |
| clock | 0.131 | 0.146 | 0.261 |
| sequential | 0.548 | 0.0000000000000000122 | 0.389 |
| total | 2.20 | 0.150 | 0.659 |
## stage by stage
step / total power [mW] / worst slack, ns
finish: 0.809 / 0.258
global route: 0.837 / -0.0398
CTS: 0.823 / 0.0164
detailed placement: 0.409 / -0.0915
global placement: 0.409 / -0.0185
floorplan: 0.397 / 0.0197
Power is estimated from default activity; no workload was simulated.
