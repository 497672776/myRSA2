==> design/flow/design.v <==
module mod_exp (
        input [n_bit-1:0] a,
        input [n_bit-1:0] e,
        input clk,
        input rst_n,
        input start,
        output [n_bit-1:0] z,
        output done
    );
    parameter n = 7'd79;
    parameter n_bit = 7;
    parameter logr = 3;
    parameter p =  3'd1;
    parameter Rmodn = 7'd49;
    parameter R2modn = 7'd31;
    localparam count_stop_flag = n_bit-1;
    localparam count_bit = count_stop_flag < 2 ? 1 :
               count_stop_flag < 4 ? 2 :
               count_stop_flag < 8 ? 3 :
               count_stop_flag < 16 ? 4 :
               count_stop_flag < 32 ? 5 :
               count_stop_flag < 64 ? 6 :
               count_stop_flag < 128 ? 7 :
               count_stop_flag < 256 ? 8 :
               count_stop_flag < 512 ? 9 :
               count_stop_flag < 1024 ? 10 :
               count_stop_flag < 2048 ? 11 : 12 ;
    reg [1:0] control;
    localparam one = {{n_bit - 2{1'b0}}, 1'b1};
    wire [n_bit-1 : 0] operand1, operand2;
    assign operand1 = (control==2'b00)? a : s;
    assign operand2 = (control==2'b00)? R2modn :(control==2'b01)? s:(control==2'b10)? t: one;
    wire [n_bit-1 : 0] mont_result;
    reg mont_start;
    mont #(
             .n_bit(n_bit),
             .logr (logr),
             .p    (p),
             .n    (n)
         ) inst_mont (
             .x    (operand1),
             .y    (operand2),
             .clk  (clk),
             .rst_n(rst_n),
             .start(mont_start),
             .z    (mont_result),
             .done (mont_done)
         );
    reg [n_bit-1 : 0] reg_e;
    wire ei;
    assign ei = reg_e[n_bit-1];
    reg temp_mont_done;
    wire pedge_mont_done;
    always @(posedge clk) begin
        temp_mont_done <= mont_done;
    end
    assign pedge_mont_done = ~temp_mont_done & mont_done;
    reg [2:0] current_state, next_state;
    localparam IDLE = 3'd0, LOAD = 3'd1, GET_T = 3'd2, GET_S1 = 3'd3, GET_S2 = 3'd4, UPDATE = 3'd5, GET_Z = 3'd6, ENDING = 3'd7;
    wire done;
    assign done = current_state == ENDING;
    always @(posedge clk, negedge rst_n) begin : proc_current_state
        if (~rst_n) begin
            current_state <= IDLE;
        end
        else begin
            current_state <= next_state;
        end
    end
    reg [count_bit-1 : 0] count_i;
    wire s1_to_s2;
    wire s1_to_s1;
    wire end_circle;
    assign end_circle = count_i == count_stop_flag;
    assign s1_to_s2 = pedge_mont_done & ei;
    assign s1_to_s1 = ~pedge_mont_done;
    always @(*) begin
        case (current_state)
            IDLE:
                next_state = start ? LOAD : IDLE;
            LOAD:
                next_state = GET_T;
            GET_T:
                next_state = pedge_mont_done ? GET_S1 : GET_T;
            GET_S1:
                next_state = s1_to_s1 ? GET_S1 : s1_to_s2 ? GET_S2 : UPDATE;
            GET_S2:
                next_state = pedge_mont_done ? UPDATE : GET_S2;
            UPDATE:
                next_state = end_circle ? GET_Z : GET_S1;
            GET_Z:
                next_state = pedge_mont_done ? ENDING : GET_Z;
            ENDING:
                next_state = start ? ENDING : IDLE;
            default:
                next_state = IDLE;
        endcase
    end
    reg [n_bit-1 :
         0] t, s, z;
    always @(posedge clk) begin
        case (current_state)
            IDLE: begin
                mont_start <= 1'b0;
            end
            LOAD: begin
                count_i <= 'b0;
                reg_e <= e;
                mont_start <= 1'b0;
                s <= Rmodn;
            end
            GET_T: begin
                control <= 2'b00;
                mont_start <= 1'b1;
                if (pedge_mont_done) begin
                    mont_start <= 1'b0;
                    t <= mont_result;
                end
            end
            GET_S1: begin
                control <= 2'b01;
                mont_start <= 1'b1;
                if (pedge_mont_done) begin
                    mont_start <= 1'b0;
                    s <= mont_result;
                end
            end
            GET_S2: begin
                control <= 2'b10;
                mont_start <= 1'b1;
                if (pedge_mont_done) begin
                    mont_start <= 1'b0;
                    s <= mont_result;
                end
            end
            UPDATE:begin
                mont_start <= 1'b0;
                count_i <= count_i + 1;
                reg_e <= (reg_e << 1);
            end
            GET_Z: begin
                control <= 2'b11;
                mont_start <= 1'b1;
                if (pedge_mont_done) begin
                    mont_start <= 1'b0;
                    z <= mont_result;
                end
            end
            default: begin
                mont_start <= 1'b0;
            end
        endcase
    end
endmodule
module mont (
        input [n_bit-1 : 0] x,
        input [n_bit-1 : 0] y,
        input clk,
        input rst_n,
        input start,
        output [n_bit-1 : 0] z,
        output done
    );
    parameter n = 7'd79;
    parameter n_bit = 7;
    parameter logr = 3;
    parameter p = 3'd1;
    localparam update_num = n_bit / logr + (n_bit % logr != 0);
    localparam count_stop_flag = update_num - 2;
    localparam count_bit = count_stop_flag < 2 ? 1 :
               count_stop_flag < 4 ? 2 :
               count_stop_flag < 8 ? 3 :
               count_stop_flag < 16 ? 4 :
               count_stop_flag < 32 ? 5 :
               count_stop_flag < 64 ? 6 :
               count_stop_flag < 128 ? 7 :
               count_stop_flag < 256 ? 8 :
               count_stop_flag < 512 ? 9 :
               count_stop_flag < 1024 ? 10 :
               count_stop_flag < 2048 ? 11 : 12 ;
    reg [count_bit-1 : 0] count_i;
    reg [n_bit-1 : 0] reg_x;
    wire [logr-1 : 0] xi;
    assign xi = reg_x[logr-1 : 0];
    reg [n_bit-1 : 0] s;
    wire [logr-1 : 0] s_zero, y_zero;
    assign s_zero = s[logr-1 : 0];
    assign y_zero = y[logr-1 : 0];
    wire [3*logr : 0] q1;
    wire [logr-1 : 0] q2;
    assign q1 = (s_zero + xi * y_zero) * p;
    assign q2 = q1[logr-1 : 0];
    wire [n_bit+logr : 0] s1;
    wire [n_bit : 0] s2;
    assign s1 = s + xi * y + q2 * n;
    assign s2 = s1 >> logr;
    wire [n_bit : 0] s2_minus_n;
    wire [n_bit-1 : 0] next_s;
    assign s2_minus_n = s2 - n;
    assign next_s = s2_minus_n[n_bit] ? s2[n_bit-1 : 0] : s2_minus_n[n_bit-1 : 0];
    assign z = next_s;
    localparam IDLE = 3'd0, LOAD = 3'd1, UPDATE = 3'd2, ENDING = 3'd3;
    reg [2:0] current_state, next_state;
    wire done;
    assign done = current_state == ENDING;
    always @(posedge clk, negedge rst_n) begin
        if (~rst_n) begin
            current_state <= IDLE;
        end
        else begin
            current_state <= next_state;
        end
    end
    always @(*) begin
        case (current_state)
            IDLE: begin
                next_state = start ? LOAD : IDLE;
            end
            LOAD: begin
                next_state = UPDATE;
            end
            UPDATE: begin
                next_state = count_i == count_stop_flag ? ENDING : UPDATE;
            end
            ENDING: begin
                next_state = start ? ENDING : IDLE;
            end
            default: begin
                next_state = IDLE;
            end
        endcase
    end
    always @(posedge clk) begin
        case (current_state)
            LOAD: begin
                count_i <= 'b0;
                reg_x <= x;
                s <= 'b0;
            end
            UPDATE: begin
                count_i <= count_i + 1;
                reg_x <= (reg_x >> logr);
                s <= next_s;
            end
        endcase
    end
endmodule
`timescale 1ns / 1ps
module rsa_decoder (
        input clk,
        input rst_n,
        input start,
        input [n_bit-1:0] data_in,
        output [n_bit-1:0] data_out,
        output done
    );
    parameter n = 12'd3551;
    parameter n_bit = 12;
    parameter logr = 3;
    parameter p =  3'd1;
    parameter Rmodn = 12'd545;
    parameter R2modn = 12'd2292;
    parameter d = 12'd1373;
    mod_exp #(
                .n     (n),
                .n_bit (n_bit),
                .logr  (logr),
                .p     (p),
                .Rmodn (Rmodn),
                .R2modn(R2modn)
            ) inst_mod_exp (
                .a    (data_in),
                .e    (d),
                .clk  (clk),
                .rst_n(rst_n),
                .start(start),
                .z    (data_out),
                .done (done)
            );
endmodule
==> design/flow/run.sh <==
#!/bin/bash
# OpenROAD 26Q1-2900-gdf79404cd8, Yosys 0.63+post, stock flow scripts
make -C /OpenROAD-flow-scripts/flow DESIGN_CONFIG=/design/flow/config.mk WORK_HOME=/design/flow/orfs finish
==> design/flow/config.mk <==
export PLATFORM = sky130hd
export DESIGN_NAME = rsa_decoder
export DESIGN_NICKNAME = rsa_decoder
export VERILOG_FILES = /design/flow/design.v
export SDC_FILE = /design/flow/constraint.sdc
export NUM_CORES = 4
export LEC_CHECK = 1
export CORE_UTILIZATION = 50
==> design/flow/constraint.sdc <==
current_design rsa_decoder

set clk_period 11.3
set clk_io_pct 0.2

create_clock -name clk0 -period $clk_period [get_ports {clk}]

set non_clock_inputs [all_inputs -no_clocks]
set_input_delay [expr $clk_period * $clk_io_pct] -clock clk0 $non_clock_inputs
set_output_delay [expr $clk_period * $clk_io_pct] -clock clk0 [all_outputs]
==> out/qor.yml <==
clkSlewWorstSetupHoldPaths_ns: 0.07
final_cells: 854
finalSetupTns_ns: 0
hold-worst-slack_ns: 0.4023
gr-total-overflow: 0
ioPinCount: 28
clkLatencyLatePin_ns: 0.34
yosysTopAreaCell: "edfxtp_1"
htreeDepth: 3
power.switching_mw: 0.1304
root_buffer: "clkbuf_16"
yosys_cells: 658
rsz0062_at_grt: "false"
async_flop_share: 0.1263
grt_pass1_vias: 4801
holdBufCountCts: 0
worst_path_most_repeated_cell: "inv_1"
whs_path_depth: 1
yosysMostFrequentCell: "inv_1"
synthTopCellsByCount: "inv_1, edfxtp_1, nand2_1"
wl_um: 15790
port_buffers: 27
fmax_mhz: 117.4
crit_fanout: 16
min_path_type: "reg -> reg"
clock_path_buffers: 2
synth_area_mm2: 0.006897
layout_min_cycle_time_ns: 8.516
wl_per_cell_um: 18.49
drc: 0
ys_area_mm2: 0.006897
status: "complete, no violations"
grt_usage: 0.2523
endpoint_kind: "register"
synth_cell_type_count: 72
grt_pass1_wl_um: 25560
cp_data_required_time_ns: 11.36
top_area_frac: 0.3396
synth-seq-cells: 95
vias: 4738
worst_path_max_delay_cell: "dfxtp_1"
fin_crit_sh: 0.7537
dp.cells: 838
setup.worst_path.class: "reg -> reg"
ys_seq_frac: 0.3980
netlist_instances: 658
reg2regPathDepth: 30
drive_above_1_share: 0.07227
yosys_most_used_dff: "edfxtp_1"
cap_violations: 0
max_stage_delay_ns: 0.61
cts.sinks: 95
cp.arrival_ns: 8.58
power_density_mw_per_mm2: 89.79
die_y_um: 119.4
cts_resized: 0
clock_skew_ns: 0.005728
drv_slew: 0
warnings: 27
setup_viol: 0
cts_inserted_buffers: 9
p_leak_nw: 3.237
row_count: 42
detailed_place_hpwl_um: 12360
slew_headroom: 0.5319
hold_viol: 0
cts_tree: "yes"
power_frac_seq: 0.551
synth.avg_cell_area_um2: 10.48
comb_power_share: 0.013
antenna_found_initial: 0
ir_drop_uv: 71.86
gp_congestion: 0.9795
p_sw_frac: 0.1910
ant_nets: 0
fp-utilization: 0.5167
synth-edff-count: 78
top_cells_by_area: "edfxtp_1, fa_1, ha_1"
die-area_mm2: 0.01427
clkPwrFrac: 0.437
grt_max_degree: 38
cts_setup_buffers: 0
tightest_slew_ns: 0.6991
p_int_mw: 0.5524
via_per_inst: 5.548
areaGrowthSynthToFinish_pct: 10.25
dr.pass1.iters: 4
num_antenna_cells: 0
coreArea_mm2: 0.01335
worstSetupStartpointType: "register"
die_x_um: 119.4
drtIter0Drc: 287
ys_warn_count: 3
[stage by stage]
stage                     utilization  worst slack, ns  total power [mW]  instance area (µm²)
after floorplan                     -            3.709            0.3858                 6897
after global placement         0.5474            2.919            0.3922                 7307
after detailed placement       0.5474            2.844            0.3922                 7307
after CTS                      0.5696            2.823            0.6886                 7604
after global routing           0.5696            2.132            0.7005                 7604
final                          0.5696            2.784            0.6827                 7604
[placed cells by master (no fill, tap or decap), types with 3 or more instances in the layout]
cell / n
a31o_2: 5
ha_1: 36
mux2i_1: 15
or2_2: 6
nand3_1: 12
clkdlybuf4s50_1: 27
xnor2_1: 19
dfxtp_1: 5
nand4_1: 4
xor2_1: 14
a21o_1: 16
edfxtp_1: 78
nor2b_1: 16
a31oi_1: 3
nor3_1: 5
or3_1: 3
o21ai_0: 23
a21oi_1: 21
dfrtp_1: 10
and2_1: 26
o21a_1: 5
fa_1: 40
a211oi_1: 3
nor2_1: 38
a22oi_1: 4
nand2b_1: 10
o211ai_1: 4
and3_1: 4
a221o_1: 9
inv_1: 92
clkbuf_16: 9
buf_4: 5
nand2_1: 55
a211o_1: 3
a311o_1: 3
[power groups by stage]
stage	registers [mW]	clock network, mW	logic, mW
final	0.376	0.298	0.00883
after global routing	0.376	0.315	0.00979
after CTS	0.376	0.304	0.00903
[layout make-up]
cell class / count / area (µm²)
clock buffers: 9 / 225.2
clock inverters: 7 / 71.32
fillers: 1121 / 5744
inverters: 92 / 345.3
multi-input cells: 443 / 3689
flip-flops and latches: 95 / 2745
well taps: 176 / 220.2
repair buffers: 32 / 307.8
[cell families (layout without fill, tap and decap cells)]
group	Yosys count	count (layout)	share of synthesized area
AND-OR/OR-AND	128	128	0.1491
XOR/XNOR	33	33	0.04191
adder cells (fa/ha/maj)	76	76	0.1814
buffers and inverters	120	140	0.06713
flip-flops	95	95	0.3980
multiplexers	15	15	0.02177
AND/OR/NAND/NOR	191	191	0.1406
[metal layers]
metal | vias up | wire length (µm) | global-route usage | part of all wire
met5 | - | 0 | 0.02574 | 0
met4 | 0 | 382 | 0.04766 | 0.024
met3 | 24 | 1447 | 0.09491 | 0.092
met2 | 177 | 6690 | 0.3418 | 0.42
met1 | 2242 | 7268 | 0.4159 | 0.46
li1 | 2295 | - | - | -
[state kept, by name, indices dropped and copies added, names as in the netlist, 8 cells and up]
name / cells
inst_mod_exp.inst_mont.reg_x: 12
inst_mod_exp.inst_mont.s: 12
inst_mod_exp.reg_e: 12
inst_mod_exp.s: 12
inst_mod_exp.t: 12
inst_mod_exp.z: 12
inst_mod_exp.current_state: 8
[path summary, 6_finish.rpt]
kind / slack, ns / from / end
max in group asynchronous: 8.67 / rst_n / inst_mod_exp.current_state[0]
min in group asynchronous: 2.26 / rst_n / inst_mod_exp.inst_mont.current_state[2]
hold reg to reg: 0.40 / inst_mod_exp.mont_start / inst_mod_exp.inst_mont.current_state[0]
hold / removal: 0.40 / inst_mod_exp.mont_start / inst_mod_exp.inst_mont.current_state[0]
setup / recovery: 2.78 / inst_mod_exp.control[3] / inst_mod_exp.z[2]
setup reg to reg: 2.78 / inst_mod_exp.control[3] / inst_mod_exp.z[2]
[critical path, delay by kind of cell (launching register included)]
family	cells	cell delay, ns
flip-flops	1	0.61
AND-OR/OR-AND	6	1.68
buffers and inverters	6	0.60
XOR/XNOR	5	1.27
adder cells (fa/ha/maj)	8	2.73
AND/OR/NAND/NOR	5	1.34
Power is estimated from default activity; no workload was simulated.
